==> /design/flow/config.mk <==
export PLATFORM = sky130hd
export DESIGN_NAME = clk_div
export DESIGN_NICKNAME = clk_div
export VERILOG_FILES = /design/flow/design.v
export SDC_FILE = /design/flow/constraint.sdc
export NUM_CORES = 4
export LEC_CHECK = 1
export CORE_AREA = 10 10 72 72
export DIE_AREA = 0 0 82 82
==> /design/flow/constraint.sdc <==
current_design clk_div

set clk_period 2.8
set clk_io_pct 0.2

create_clock -name clk0 -period $clk_period [get_ports {mclk}]

set non_clock_inputs [all_inputs -no_clocks]
set_input_delay [expr $clk_period * $clk_io_pct] -clock clk0 $non_clock_inputs
set_output_delay [expr $clk_period * $clk_io_pct] -clock clk0 [all_outputs]
==> /design/flow/run.sh <==
#!/bin/bash
# OpenROAD 26Q1-2900-gdf79404cd8, Yosys 0.63+post, stock flow scripts
make -C /OpenROAD-flow-scripts/flow DESIGN_CONFIG=/design/flow/config.mk WORK_HOME=/design/flow/orfs finish
==> /design/flow/design.v <==
`timescale 1ns / 1ps
module clk_div 
#(parameter N = 19)
(  
    input wire mclk ,
    output wire clk 
);
reg [N-1:0] q;  
always @(posedge mclk) begin
	    q <= q + 1;
end
assign clk = q[N-1];
endmodule
==> flow_summary.html <==
<h3>Run summary</h3>
<table>
<tr><th>Metric</th><th>Value</th></tr>
<tr><th colspan="2">Run status</th></tr>
<tr><td>Run status</td><td>finished clean</td></tr>
<tr><th colspan="2">Layout</th></tr>
<tr><td>Fillers</td><td>406</td></tr>
<tr><td>Share of the core filled with cells</td><td>0.2358</td></tr>
<tr><td>Register name with the most flops</td><td>q</td></tr>
<tr><td>Area taken by multi-input logic gates</td><td>362.8 um^2</td></tr>
<tr><td>Flip-flop count of the largest register after layout</td><td>19</td></tr>
<tr><td>FF/Latch Area</td><td>380.4 um^2</td></tr>
<tr><td>Share of post-route cells with drive strength above 1</td><td>0.1486</td></tr>
<tr><td>Layout overhead on the synthesized area</td><td>15.26%</td></tr>
<tr><td>Largest registers</td><td>q (19)</td></tr>
<tr><th colspan="2">Final timing</th></tr>
<tr><td>Worst setup margin</td><td>1.173 ns</td></tr>
<tr><td>Headroom to the max-slew limit</td><td>0.8599</td></tr>
<tr><td>Final hold violation count</td><td>0</td></tr>
<tr><td>Number of slew-limit violations in the final report</td><td>0</td></tr>
<tr><td>Unrepaired setup endpoints after global routing</td><td>false</td></tr>
<tr><td>Worst slew pin tran</td><td>0.2085 ns</td></tr>
<tr><td>Final worst path period need</td><td>1.627 ns</td></tr>
<tr><td>Final Skew</td><td>0.0006793 ns</td></tr>
<tr><td>Number of failing setup endpoints in the final timing report</td><td>0</td></tr>
<tr><td>Max Clock Freq</td><td>614.5 MHz</td></tr>
<tr><td>Share of the cycle needed by the critical path after routing</td><td>0.5812</td></tr>
<tr><td>Setup_tns</td><td>0 ns</td></tr>
<tr><th colspan="2">Floorplanning</th></tr>
<tr><td>Horizontal die dimension</td><td>82 um</td></tr>
<tr><td>Top-level port count</td><td>2</td></tr>
<tr><td>Area of the placeable core</td><td>3689 um^2</td></tr>
<tr><td>Std cell rows</td><td>22</td></tr>
<tr><td>Die span in y</td><td>82 um</td></tr>
<tr><td>Starting Density</td><td>0.2045</td></tr>
<tr><td>Chip area</td><td>6724 um^2</td></tr>
<tr><th colspan="2">Pwr</th></tr>
<tr><td>Leakage Power</td><td>0.3217 nW</td></tr>
<tr><td>Peak supply drop</td><td>0.2081 mV</td></tr>
<tr><td>Power density over cell area</td><td>520.4 nW/um^2</td></tr>
<tr><th colspan="2">Drt</th></tr>
<tr><td>WL final</td><td>1054 um</td></tr>
<tr><td>Number of nets with antenna violations after routing</td><td>0</td></tr>
<tr><td>Wire length per cell</td><td>8.639 um</td></tr>
<tr><td>Drt drc</td><td>0</td></tr>
<tr><td>Overall via count from detail_route</td><td>453</td></tr>
<tr><td>Count of TritonRoute iterations in the first routing pass</td><td>4</td></tr>
<tr><td>Via-per-instance ratio</td><td>3.713</td></tr>
<tr><td>Number of DRC markers after the initial detailed-route iteration</td><td>27</td></tr>
<tr><td>Antenna diodes</td><td>0</td></tr>
<tr><th colspan="2">Placement</th></tr>
<tr><td>Worst setup slack after placement</td><td>1.318 ns</td></tr>
<tr><td>Buffers on Ports</td><td>1</td></tr>
<tr><td>Half-perimeter wire length of the detailed placement result</td><td>795.9 um</td></tr>
<tr><td>Placer's final routability congestion estimate</td><td>0.7797</td></tr>
<tr><th colspan="2">Worst setup path</th></tr>
<tr><td>Signal arrival time at the worst endpoint</td><td>1.07 ns</td></tr>
<tr><td>Peak per-stage delay on the critical path</td><td>0.47 ns</td></tr>
<tr><td>Required time at the worst-slack endpoint</td><td>2.24 ns</td></tr>
<tr><td>Number of cells traversed by the worst register-to-register path</td><td>5</td></tr>
<tr><td>WS Path Type</td><td>flop to primary output</td></tr>
<tr><td>Slowest cell on the critical path</td><td>sky130_fd_sc_hd__clkdlybuf4s50_1</td></tr>
<tr><td>Endpoint of the most critical register-to-register path</td><td>q[18]</td></tr>
<tr><td>CP Cell Sequence</td><td>clkdlybuf4s50_1</td></tr>
<tr><td>Worst-case register-to-register setup slack</td><td>1.31 ns</td></tr>
<tr><td>Number of buffers and inverters on the critical path</td><td>1</td></tr>
<tr><td>Setup crit start kind</td><td>flop</td></tr>
<tr><td>Reg2Reg Launch Point</td><td>q[0]</td></tr>
<tr><td>Setup crit end kind</td><td>primary output</td></tr>
<tr><td>Cell family with the largest share of critical-path delay</td><td>buffers and inverters</td></tr>
<tr><td>Biggest fanout along the worst timing path</td><td>2</td></tr>
<tr><th colspan="2">Synth</th></tr>
<tr><td>Simple-Gate Area Share</td><td>0.2670</td></tr>
<tr><td>Number of instances in the synthesized netlist</td><td>69</td></tr>
<tr><td>Sequential share of the synthesized area</td><td>0.5041</td></tr>
<tr><td>Dominant comb cell</td><td>simple AND/OR/NAND/NOR gates</td></tr>
<tr><td>Synth Area in XOR/XNOR</td><td>0.1973</td></tr>
<tr><td>Flops &amp; latches, synth</td><td>19</td></tr>
<tr><td>Number of warning messages in the yosys log</td><td>1</td></tr>
<tr><td>Adder and majority cell fraction of the synthesized area</td><td>0.01658</td></tr>
<tr><td>Post-synthesis mux area share</td><td>0</td></tr>
<tr><td>Post-synthesis instance area</td><td>754.5 um^2</td></tr>
<tr><td>Number of cells in Yosys stat</td><td>69</td></tr>
<tr><td>Post-Synthesis Mean Instance Area</td><td>10.93 um^2</td></tr>
<tr><td>Compound-gate portion of the synthesized area</td><td>0</td></tr>
<tr><td>Count of unique library cells instantiated by Yosys</td><td>19</td></tr>
<tr><td>Yosys chip area</td><td>754.5 um^2</td></tr>
<tr><th colspan="2">Clock network</th></tr>
<tr><td># clock sinks</td><td>19</td></tr>
<tr><td>Post-cts sizing count</td><td>0</td></tr>
<tr><td>CTS H-tree depth</td><td>1</td></tr>
<tr><td>Clock Pin Slew Worst Setup and Hold Paths</td><td>0.06 ns</td></tr>
<tr><td>Maximum clock path buffer count</td><td>2</td></tr>
<tr><td>Number of clock buffers inserted by TritonCTS</td><td>3</td></tr>
<tr><td>Number of setup buffers added after CTS</td><td>0</td></tr>
<tr><td>Clock insertion delay at the later pin of the skew report</td><td>0.25 ns</td></tr>
<tr><td>CTS tree</td><td>yes</td></tr>
<tr><td>Clock Tree Root</td><td>sky130_fd_sc_hd__clkbuf_8</td></tr>
<tr><td>Cts-stage hold buffer count</td><td>0</td></tr>
<tr><th colspan="2">GRT</th></tr>
<tr><td>Number of global-route vias before repair</td><td>450</td></tr>
<tr><td>Number of antenna violations at the first check in global routing</td><td>0</td></tr>
<tr><td>Global-route wire length before repair</td><td>1959 um</td></tr>
<tr><td>Largest net degree at the start of global routing</td><td>11</td></tr>
<tr><td>Leftover overflow at the end of global routing</td><td>0</td></tr>
<tr><td>All-Layer GR Usage</td><td>0.03594</td></tr>
<tr><th colspan="2">Flow run</th></tr>
<tr><td>Tool warnings</td><td>25</td></tr>
<tr><td>Max-cap violation count</td><td>0</td></tr>
<tr><th colspan="2">Worst hold path</th></tr>
<tr><td>Worst min-delay path endpoint</td><td>q[0]</td></tr>
<tr><td>Tightest Hold Check Type</td><td>flop to flop</td></tr>
<tr><td>Worst Min Path Start</td><td>q[0]</td></tr>
<tr><td>Hold Crit Depth</td><td>1</td></tr>
</table>
-- Yosys cell counts --
cell type | n | area share
sky130_fd_sc_hd__nor4_4 | 1 | 0.028
sky130_fd_sc_hd__nand2b_1 | 1 | 0.0083
sky130_fd_sc_hd__and4_4 | 2 | 0.030
sky130_fd_sc_hd__nand3_2 | 1 | 0.013
sky130_fd_sc_hd__nand4_1 | 3 | 0.025
sky130_fd_sc_hd__nor3_1 | 1 | 0.0066
sky130_fd_sc_hd__and3_2 | 1 | 0.010
sky130_fd_sc_hd__nand3_1 | 4 | 0.027
sky130_fd_sc_hd__and4_1 | 1 | 0.012
sky130_fd_sc_hd__nand3_4 | 1 | 0.023
sky130_fd_sc_hd__and3_1 | 1 | 0.0083
sky130_fd_sc_hd__xnor2_1 | 8 | 0.093
sky130_fd_sc_hd__dfxtp_1 | 19 | 0.50
sky130_fd_sc_hd__nor2_1 | 5 | 0.025
sky130_fd_sc_hd__nor3_2 | 2 | 0.027
sky130_fd_sc_hd__xor2_1 | 9 | 0.10
sky130_fd_sc_hd__nand2_1 | 5 | 0.025
sky130_fd_sc_hd__ha_1 | 1 | 0.017
sky130_fd_sc_hd__inv_1 | 3 | 0.015
-- logic make-up after synthesis --
kind of cell	after synthesis
and+or+nand+nor	29
adders and majority gates	1
buffers and inverters	3
DFF	19
xor gates and xnor gates	17
-- where the power goes --
part                total [W]  switching, W  internal [W]  leakage, nW
clock                0.000182     0.0000814      0.000101       0.0228
sequential           0.000270             0      0.000270        0.153
combinational  0.000000000146             0             0        0.146
total                0.000452     0.0000814      0.000371        0.322
-- stage by stage --
step	cells	total power [W]	hold WS, ns	area [um^2]
after global placement	118	0.0002763	0.4141	824.5
after detailed placement	118	0.0002763	0.4260	824.5
after floorplan	69	0.0002763	0.4023	754.5
final	122	0.0004525	0.4422	869.6
after global routing	122	0.0004760	0.4850	869.6
after CTS	122	0.0004609	0.4443	869.6
-- layer usage --
metal,global-route usage,vias to the layer above,part of all wire
li1,-,243,-
met1,0.05087,206,0.56
met2,0.04937,4,0.39
met3,0.01982,0,0.055
met4,0.001701,0,0
met5,0,-,0
-- layout make-up --
class | count | share of cell area
Sequential cell | 19 | 0.4374
Multi-Input combinational cell | 47 | 0.4173
Tap cell | 48 | 0.06906
Clock buffer | 4 | 0.05180
Inverter | 3 | 0.01295
Timing Repair Buffer | 1 | 0.01151
-- how the worst max path moves through the flow --
stage | from | end | slack [ns] | depth (start not counted)
after CTS | q[18] | clk | 1.16 | 1
after global routing | q[18] | clk | 1.08 | 1
final | q[18] | clk | 1.17 | 1
-- placed cells by master, fill, tap and decap left out --
cell type / synthesis / layout
sky130_fd_sc_hd__clkbuf_8: 0 / 3
sky130_fd_sc_hd__nand2b_1: 1 / 1
sky130_fd_sc_hd__inv_1: 3 / 3
sky130_fd_sc_hd__and3_2: 1 / 1
sky130_fd_sc_hd__nand2_1: 5 / 5
sky130_fd_sc_hd__nand3_2: 1 / 1
sky130_fd_sc_hd__nor4_4: 1 / 1
sky130_fd_sc_hd__dfxtp_1: 19 / 19
sky130_fd_sc_hd__ha_1: 1 / 1
sky130_fd_sc_hd__nor3_2: 2 / 2
sky130_fd_sc_hd__and4_4: 2 / 2
sky130_fd_sc_hd__clkbuf_1: 0 / 1
sky130_fd_sc_hd__nand3_1: 4 / 4
sky130_fd_sc_hd__and4_1: 1 / 1
sky130_fd_sc_hd__xor2_1: 9 / 9
sky130_fd_sc_hd__nor3_1: 1 / 1
sky130_fd_sc_hd__and3_1: 1 / 1
sky130_fd_sc_hd__nor2_1: 5 / 5
sky130_fd_sc_hd__nand3_4: 1 / 1
sky130_fd_sc_hd__nand4_1: 3 / 3
sky130_fd_sc_hd__clkdlybuf4s50_1: 0 / 1
sky130_fd_sc_hd__xnor2_1: 8 / 8
Power figures rest on the tool's default switching activity, not on a simulated workload.
