**./design.v**
```verilog
`timescale 1ns / 1ps
module vga_ctrl(
    input clk,clr, 
    output reg hsync, vsync,
    output reg [16:0] hc, vc, 
    output reg vidon
);
parameter hpixels = 1344;
parameter vlines = 806;
parameter hbp = 296;
parameter hfp = 1320;
parameter vbp = 35;
parameter vfp = 803;
parameter hsp = 136;
parameter vsp = 6;
reg vsenable;
always @(posedge clk or posedge clr) begin
    if(clr == 1)
        hc = 0;
    else begin
        if(hc == hpixels - 1) begin
            hc = 0;
            vsenable = 1;
        end
        else begin
            hc = hc + 1;
            vsenable = 0;
        end
    end
end
always @(posedge clk or posedge clr) begin
    if(clr == 1)
        vc = 0;
    else if(vsenable == 1) begin
        if(vc == vlines - 1) begin
            vc = 0;
        end
        else begin
            vc = vc + 1;
        end
    end
end
always @(*)begin
    if(hc < hsp)
        hsync = 0;
    else
        hsync = 1;
end
always @(*)begin
    if(vc < vsp)
        vsync = 0;
    else
        vsync = 1;
end
always @(*) begin
    if((hc < hfp) && (hc > hbp) && (vc < vfp) && (vc > vbp))
        vidon = 1;
    else
        vidon = 0;
end
endmodule
```
**./run.sh**
```bash
#!/bin/bash
# OpenROAD 26Q1-2900-gdf79404cd8, Yosys 0.63+post, stock flow scripts
make -C /OpenROAD-flow-scripts/flow DESIGN_CONFIG=/design/flow/config.mk WORK_HOME=/design/flow/orfs finish
```
**./config.mk**
```make
export PLATFORM = sky130hd
export DESIGN_NAME = vga_ctrl
export DESIGN_NICKNAME = vga_ctrl
export VERILOG_FILES = /design/flow/design.v
export SDC_FILE = /design/flow/constraint.sdc
export NUM_CORES = 4
export LEC_CHECK = 1
export CORE_AREA = 10 10 112 112
export DIE_AREA = 0 0 122 122
```
**./constraint.sdc**
```tcl
current_design vga_ctrl

set clk_period 3.7
set clk_io_pct 0.2

create_clock -name clk0 -period $clk_period [get_ports {clk}]

set non_clock_inputs [all_inputs -no_clocks]
set_input_delay [expr $clk_period * $clk_io_pct] -clock clk0 $non_clock_inputs
set_output_delay [expr $clk_period * $clk_io_pct] -clock clk0 [all_outputs]
```
==> impl_metrics.env <==
# source this file to load flow results
export IMPL_critPathLaunchType="flop"
export IMPL_synth_async_sr_flop_share=0.971
export IMPL_core_area_mm2=0.0102
export IMPL_place_area_mm2=0.00247
export IMPL_worstMarginPinSlew_ns=0.511
export IMPL_p_leak_uw=0.00103
export IMPL_cts_tree="built"
export IMPL_end_kind="output port"
export IMPL_finalSetupViolCount=0
export IMPL_use_met1=0.0924
export IMPL_openroad_warnings=27
export IMPL_track_usage=0.0670
export IMPL_portBuffers=38
export IMPL_slowest_delay_ns=0.59
export IMPL_antenna_found_initial=0
export IMPL_netlist_area_mm2=0.00193
export IMPL_drive_above_1_share=0.0610
export IMPL_die_area_mm2=0.0149
export IMPL_grt_pass1_wl_um=8120
export IMPL_fin_crit_sh=0.959
export IMPL_numCtsBuffers=5
export IMPL_rsz0062_at_grt="false"
export IMPL_cts_num_sinks=35
export IMPL_edf_count=1
export IMPL_fp_dieW_um=122
export IMPL_grt_use_met3=0.0192
export IMPL_drv_slew=0
export IMPL_period_needed_ns=3.55
export IMPL_seq_area_frac_synth=0.456
export IMPL_io_pins=39
export IMPL_drc=0
export IMPL_drt_first_pass_iters=4
export IMPL_synthFlopType="dfrtp_1"
export IMPL_tns_ns=0
export IMPL_placement_rows=37
export IMPL_grt_max_degree=36
export IMPL_ys_types=38
export IMPL_register_area_um2=881
export IMPL_critPathRequiredTime_ns=2.96
export IMPL_place_hpwl_um=3860
export IMPL_ys_flops=35
export IMPL_largest_area_cell="dfrtp_1"
export IMPL_initCoreUtil=0.189
export IMPL_status="finished clean"
export IMPL_drtAntennaViolNets=0
export IMPL_overflow=0
export IMPL_vias_per_cell=4.36
export IMPL_syn_to_final_growth_pct=32.1
export IMPL_final_common_cell="clkdlybuf4s50_1"
export IMPL_cts_reportedPaths_clkPinSlew_ns=0.07
export IMPL_dr_total_vias=1664
export IMPL_vdd_drop_max_uv=144
export IMPL_synthCells=205
export IMPL_grt_busiest_layer="met2"
export IMPL_yosys_warnings=1
export IMPL_wl_per_cell_um=13.3
export IMPL_drt_iter0_drc=111
export IMPL_grt_pass1_vias=1556
export IMPL_synth_top_area_share=0.440
export IMPL_slowest_stage="clkdlybuf4s50_1"
export IMPL_cp_top_family="simple AND/OR/NAND/NOR gates"
export IMPL_cap_violations=0
export IMPL_slew_headroom=0.651
export IMPL_cp_arrival_ns=2.81
export IMPL_totalWireLength_um=5080
export IMPL_path_max_fanout=5
export IMPL_clockBufferDepth=2
export IMPL_cts_post_setup_buffers_inserted=0
export IMPL_post_cts_resized=0
export IMPL_clock_latency_ns=0.29
export IMPL_crit_chain="or4_1 -> nor4_2 -> nand4b_1 -> a2111oi_0 -> clkdlybuf4s50_1"
export IMPL_hold_path_class="reg2reg"
export IMPL_powerDensity_mw_per_mm2=330
export IMPL_place_congestion=0.902
export IMPL_final_comb_area_um2=987
export IMPL_use_met2=0.105
export IMPL_criticalPathCategory="reg2out"
export IMPL_synthTopCellsByArea="dfrtp_1, xor2_1, nand3_1"
export IMPL_hold_viol=0
export IMPL_ys_chip_area_mm2=0.00193
export IMPL_fmax_mhz=282
export IMPL_root_buffer="clkbuf_8"
export IMPL_stdcell_area_mm2=0.00255
export IMPL_lay_top_cells="clkdlybuf4s50_1, dfrtp_1, nor2_1, nand3_1, nand2_1"
export IMPL_antenna_diode_count=0
export IMPL_syn_area_per_cell_um2=9.42
export IMPL_fillers=1073
export IMPL_path_buffers=1
export IMPL_finClkSkew_ns=0.00388
export IMPL_holdBufCountCts=0
export IMPL_cts_htree_levels=2
export IMPL_die_y_um=122
export IMPL_yosys_cells=205
## per-layer routing
metal  up-vias  share of wire
li1        811              -
met3         7          0.078
met1       798           0.45
met5         -              0
met2        48           0.46
met4         0          0.012
## kinds of logic (layout without fill, tap and decap cells)
kind of cell | count (synthesis) | count (layout) | share of synthesized area
buffers and inverters | 17 | 58 | 0.0330
AND/OR/NAND/NOR | 100 | 100 | 0.293
adder cells (fa/ha/maj) | 4 | 4 | 0.0259
AND-OR/OR-AND | 26 | 26 | 0.0881
XOR/XNOR | 23 | 23 | 0.104
flip-flops | 35 | 35 | 0.456
## cell usage after synthesis (all sizes together) (2+ instances only)
cell type,number
o21ai,8
nor2b,2
and3,7
or4,3
dfrtp,34
xor2,14
nor2,20
clkbuf,6
and2,2
nor4,7
a21oi,3
o41ai,2
xnor2,9
nand2b,4
a31oi,3
and3b,2
nand4,6
nand3,20
o31ai,4
or4b,2
inv,11
ha,4
nor3,7
nand2,15
a2111oi,2
## registers in the layout (all words and copies together), names as in the netlist
| register | cells |
|---|---|
| vc | 17 |
| hc | 17 |
| vsenable | 1 |
## path summary, 6_finish.rpt
kind | startpoint | to | slack, ns | cells after the start
setup / recovery | vc[13] | vidon | 0.15 | 5
hold / removal | hc[16] | hc[16] | 0.49 | 1
setup reg to reg | vc[13] | vc[1] | 1.64 | 4
hold reg to reg | hc[16] | hc[16] | 0.49 | 1
max in group asynchronous | clr | vc[2] | 2.53 | 3
min in group asynchronous | clr | vc[16] | 0.84 | 3
## report_power, final
part	total [uW]	internal (uW)	switching, uW
clock	276	132	144
sequential	451	404	47.3
combinational	116	72.0	43.6
## metrics by stage
step	instances	total power, uW	hold WS [ns]	setup WS (ns)	util
global placement	374	573	0.468	0.428	0.241
global route	382	887	0.509	0.0635	0.249
floorplan	205	493	0.434	1.24	-
finish	382	842	0.486	0.150	0.249
detailed placement	374	575	0.476	0.482	0.241
CTS	382	845	0.488	0.172	0.249
## cell type report
| type | instances | area share |
|---|---|---|
| Clock buffer | 6 | 0.0284 |
| Clock inverter | 2 | 0.00490 |
| Inverter | 11 | 0.0162 |
| Multi-Input combinational cell | 153 | 0.387 |
| Sequential cell | 35 | 0.345 |
| Tap cell | 136 | 0.0667 |
| Timing Repair Buffer | 39 | 0.152 |
Power figures rest on the tool's default switching activity, not on a simulated workload.
